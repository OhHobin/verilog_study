--- /design/flow/config.mk ---
export PLATFORM = sky130hd
export DESIGN_NAME = lookahead_sub
export DESIGN_NICKNAME = lookahead_sub
export VERILOG_FILES = /design/flow/design.v
export SDC_FILE = /design/flow/constraint.sdc
export NUM_CORES = 4
export LEC_CHECK = 1
export CORE_AREA = 10 10 70 70
export DIE_AREA = 0 0 80 80
--- /design/flow/design.v ---
module carry_lookahead_add(a, b, sum);
    input [3:0] a;
    input [3:0] b;
    output [3:0] sum;
    wire [3:0]p;
    wire [3:0]g;
    wire [3:0]cr;
    assign p[0] = a[0]^b[0];
    assign p[1] = a[1]^b[1];
    assign p[2] = a[2]^b[2];
    assign p[3] = a[3]^b[3];
    assign g[0] = a[0]&b[0];
    assign g[1] = a[1]&b[1];
    assign g[2] = a[2]&b[2];
    assign g[3] = a[3]&b[3];
    assign cr[1] = g[0];
    assign cr[2] = g[1]|(g[0]&p[1]);
    assign cr[3] = g[2]|(g[1]&p[2])|(g[0]&p[1]&p[2]);
    assign sum[0] = 1'b0^a[0]^b[0];
    assign sum[1] = cr[1]^a[1]^b[1];
    assign sum[2] = cr[2]^a[2]^b[2];
    assign sum[3] = cr[3]^a[3]^b[3];
endmodule 
module lookahead_sub(a, b, result);
    input [3:0] a;
    input [3:0] b;
    output [3:0] result;
    wire [3:0]bb;
    assign bb = (~b) + 1'b1; 
    carry_lookahead_add cla(
        .sum(result),
        .a(a),
        .b(bb)
    );
endmodule 
--- /design/flow/run.sh ---
#!/bin/bash
# OpenROAD 26Q1-2900-gdf79404cd8, Yosys 0.63+post, stock flow scripts
make -C /OpenROAD-flow-scripts/flow DESIGN_CONFIG=/design/flow/config.mk WORK_HOME=/design/flow/orfs finish
--- /design/flow/constraint.sdc ---
current_design lookahead_sub

set clk_period 3.5
set clk_io_pct 0.2

create_clock -name clk0 -period $clk_period

set non_clock_inputs [all_inputs -no_clocks]
set_input_delay [expr $clk_period * $clk_io_pct] -clock clk0 $non_clock_inputs
set_output_delay [expr $clk_period * $clk_io_pct] -clock clk0 [all_outputs]
==> qor.rpt <==
ROUTE
---------------------------------------------------------------------------
Number of remaining DRC errors                                            0
Initial DRT Pass Iterations                                               2
Drt wl/cell                                                         7.50 µm
Iteration-0 DRC count of the detailed router                              2
Antenna cells                                                             0
Vias per cell                                                          2.17
Wire length after detailed routing                                   570 µm
Via count                                                               165
Number of antenna-violating nets in the routed design                     0

FINAL TIMING
---------------------------------------------------------------------------
Total setup violations reported at the end of the flow                    0
Least-Margin Pin Slew                                              0.177 ns
Setup Total Neg Slack                                                  0 ns
Upper clock frequency limit                                         293 MHz
Max transition margin                                                 88.1%
Fin. Hold Viols                                                           0
Worst hold slack                                                    2.46 ns
Fraction of the cycle the final worst path needs                      97.4%
Time the final worst path needs with I/O delays and setup           3.41 ns
Max-slew violation count                                                  0

FINISH
---------------------------------------------------------------------------
Final core utilization                                                10.9%
Area taken by flip-flops and latches                                  0 µm²
Most common cell after layout, fill and taps aside             sky130_fd_sc_hd__clkdlybuf4s50_1
Layout cell share with drive strength beyond 1                        23.3%
Combinational Area                                                  171 µm²
Fillcell total                                                          407
Layout overhead on the synthesized area                                143%
Most frequent logic cells in the routed design                 sky130_fd_sc_hd__clkdlybuf4s50_1 (12), sky130_fd_sc_hd__xnor2_1 (4), sky130_fd_sc_hd__ha_1 (3)
Registers                                                                 0
Clock buffer count                                                        0

DIE
---------------------------------------------------------------------------
Number of primary I/O pins                                               12
Rows                                                                     21
Vertical die dimension                                                80 µm
Total Die Area                                                     6400 µm²
Width of the die                                                      80 µm
Placeable Area                                                     3420 µm²
Initial core utilization                                              4.47%

SYNTHESIS
---------------------------------------------------------------------------
Sequential share of the synthesized area                                 0%
Cell count in the Yosys report                                           16
Distinct cell type count of the synthesized netlist                       8
Netlist area before placement                                       153 µm²
Post-synthesis instance total                                            16
Post-synth area from yosys stat                                     153 µm²
YS warnings                                                               0
Synthesized area per cell                                          9.54 µm²

GLOBAL ROUTE
---------------------------------------------------------------------------
First-pass GRT wire length                                           848 µm
Global-route usage over all layers                                    1.67%
Global route overflow                                                     0
Antenna violations before repair                                          0
Via count of the first global-routing pass                              173
Maximum number of pins on one net before global-route repair              3

WORST SETUP PATH
---------------------------------------------------------------------------
Required time reported for the critical path endpoint               2.80 ns
Worst-path cell chain                                          clkdlybuf4s50_1 > inv_1 > ha_4 > ha_1 > a21o_1 > a21oi_2 > xnor2_1 > clkdlybuf4s50_1
Max incr delay on CP                                                0.50 ns
Critical path fanouts, max                                                2
Type of origin of the critical path                              input port
Arrival time reported for the critical path endpoint                2.71 ns
Setup CP Type                                                  input port to output port
Most numerous cell on the critical path                        sky130_fd_sc_hd__clkdlybuf4s50_1
Slowest cell on the critical path                              sky130_fd_sc_hd__clkdlybuf4s50_1
Critical path capture point type                                output port

POWER AND IR DROP
---------------------------------------------------------------------------
Leakage                                                            0.136 nW
Flop pwr share                                                           0%
Switching power                                                 0.0000190 W
Cell Pwr Density                                                 164 nW/µm²
Max VDD drop                                                        65.0 µV
Share of power burned in the clock network                               0%
Switching share of power                                              31.3%
Power Internal                                                  0.0000418 W
Portion of total power attributed to combinational logic             100.0%
Tot Pwr                                                         0.0000608 W

STATUS
---------------------------------------------------------------------------
Outcome                                                           completed

PLACE
---------------------------------------------------------------------------
Routability Congestion                                                0.667
I/O Buffers                                                              12

RUN
---------------------------------------------------------------------------
Stage-log warning count                                                  32
Max-cap viol count                                                        0

HOLD PATH
---------------------------------------------------------------------------
Type of the worst min-delay path                               input port to output port

CLOCKING
---------------------------------------------------------------------------
Number of buffers inserted by post-CTS setup repair                       0

## worst max-delay path, delay by kind of cell
| kind | cells | cell delay (ns) |
|---|---|---|
| xor+xnor | 1 | 0.13 |
| compound gates | 2 | 0.31 |
| fa+ha+maj | 2 | 0.51 |
| buf+inv | 3 | 1.06 |
## stage by stage
step | setup WS [ns] | instance area (µm²) | std cells
3_3_place_gp | 0.00387 | 345 | 76
2_1_floorplan | 1.10 | 153 | 16
5_1_grt | -0.0221 | 372 | 76
3_5_place_dp | -0.0112 | 345 | 76
6_report | 0.0907 | 372 | 76
4_1_cts | 0.00244 | 349 | 76
## cells by family (layout without fill, tap and decap cells)
kind of cell             count (synthesis)  after routing  synth area share (%)
AND-OR/OR-AND                            2              2                  8.20
XOR/XNOR                                 6              6                  34.4
adder cells (fa/ha/maj)                  5              5                  45.9
buffers and inverters                    2             16                  4.92
AND/OR/NAND/NOR                          1              1                  6.56
## final cells by class
type / count / area share (%)
Multi-Input combinational cell: 14 / 46.1
Inverter: 2 / 2.02
Tap cell: 46 / 15.5
Timing Repair Buffer: 14 / 36.4
## layer usage
layer / vias up / track usage (%) / part of all wire, % / wire [µm]
li1: 81 / - / - / -
met1: 72 / 3.11 / 63 / 361
met2: 12 / 1.36 / 22 / 127
met3: 0 / 0.909 / 14 / 80
met4: 0 / 0 / 0 / 0
met5: - / 0 / 0 / 0
## cells in the mapped netlist
cell                      number  area share [%]
sky130_fd_sc_hd__xor2_1        1             5.7
sky130_fd_sc_hd__inv_1         2             4.9
sky130_fd_sc_hd__a21oi_1       1             3.3
sky130_fd_sc_hd__a21o_1        1             4.9
sky130_fd_sc_hd__xnor2_1       5              29
sky130_fd_sc_hd__fa_1          1              13
sky130_fd_sc_hd__nor3_2        1             6.6
sky130_fd_sc_hd__ha_1          4              33
## power groups by stage
stage	clock (W)	sequential [W]	combinational, W
after global routing	0	0	0.0000678
after CTS	0	0	0.0000589
final	0	0	0.0000608
## path summary, 6_finish.rpt
| path | from | to | slack (ns) | depth (start not counted) |
|---|---|---|---|---|
| worst max-delay path | b[0] | result[3] | 0.09 | 8 |
| worst min-delay path | a[0] | result[0] | 2.46 | 3 |
## what timing repair did
| action | 4_1_cts | 5_1_grt |
|---|---|---|
| pin swaps | 1 | 1 |
| hold buffers | 0 | 0 |
| resized | 1 | 3 |
| setup endpoints to repair | 2 | 2 |
Power is estimated from default activity; no workload was simulated.
