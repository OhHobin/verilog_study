**design/flow/design.v**
```verilog
`timescale 1ns/1ps
module encoder(I0, I1, I2, I3, I4, I5, I6, I7, I8, I9, out);
    input I0, I1, I2, I3, I4, I5, I6, I7, I8, I9;
    output reg [3:0] out;
    always @(*)
    begin
        if (I0 == 1'b1)
            out = 4'h0;
        else if (I1 == 1'b1)
            out = 4'h1;
        else if (I2 == 1'b1)
            out = 4'h2;
        else if (I3 == 1'b1)
            out = 4'h3;
        else if (I4 == 1'b1)
            out = 4'h4;
        else if (I5 == 1'b1)
            out = 4'h5;
        else if (I6 == 1'b1)
            out = 4'h6;
        else if (I7 == 1'b1)
            out = 4'h7;
        else if (I8 == 1'b1)
            out = 4'h8;
        else if (I9 == 1'b1)
            out = 4'h9;
        else
            out = 4'h0;
    end
endmodule
```
**design/flow/run.sh**
```bash
#!/bin/bash
# OpenROAD 26Q1-2900-gdf79404cd8, Yosys 0.63+post, stock flow scripts
make -C /OpenROAD-flow-scripts/flow DESIGN_CONFIG=/design/flow/config.mk WORK_HOME=/design/flow/orfs finish
```
**design/flow/config.mk**
```make
export PLATFORM = sky130hd
export DESIGN_NAME = encoder
export DESIGN_NICKNAME = encoder
export VERILOG_FILES = /design/flow/design.v
export SDC_FILE = /design/flow/constraint.sdc
export NUM_CORES = 4
export LEC_CHECK = 1
export CORE_AREA = 10 10 70 70
export DIE_AREA = 0 0 80 80
```
**design/flow/constraint.sdc**
```tcl
current_design encoder

set clk_period 1.6
set clk_io_pct 0.2

create_clock -name clk0 -period $clk_period

set non_clock_inputs [all_inputs -no_clocks]
set_input_delay [expr $clk_period * $clk_io_pct] -clock clk0 $non_clock_inputs
set_output_delay [expr $clk_period * $clk_io_pct] -clock clk0 [all_outputs]
```
==> metrics.cfg <==
[run_status]
outcome=finished clean

[synthesis]
yosys.area_share.simple_pct=40.8
chip_area_from_the_yosys_synthesis_statistics_sq_um=95.1
syn_inst=16
synth.cellmix.compoundShare_pct=51.3
synth.cell_area_sq_um=95.1
ys_types=10
synth.area.top_cells=sky130_fd_sc_hd__nor2_1 (24%), sky130_fd_sc_hd__a221oi_2 (16%), sky130_fd_sc_hd__o2111a_1 (12%), sky130_fd_sc_hd__a221o_1 (11%), sky130_fd_sc_hd__a21boi_0 (7.9%)
top_area_share_pct=23.7
xor_xnor_area_share_pct=0
synth-adder-area-share_pct=0
synth_area_leader_cell=sky130_fd_sc_hd__nor2_1
yosys.stat.seqShare_pct=0
yosys_warnings=1
synthesized_area_divided_by_synthesized_cell_count_sq_um=5.94
ys_sh_mux_pct=0
netlist_logic_family_top=AND-OR/OR-AND gates
yosysCellCount=16

[placement]
place.gp.congestion=0.755
numPortBuffers=14

[floorplan]
fp_util_pct=2.78
core-area_sq_mm=0.00342
die.size.x_um=80
dieArea_sq_mm=0.00640
std_cell_rows=21
io_pins=14
die_height_um=80

[hold_path]
hold_path.startpoint=I8
hold_path_class=primary input to primary output

[global_routing]
grt_start_max_net_pins=5
grt_antenna_before_repair=0
grt_pass1_wl_um=972
track_usage_pct=1.89
number_of_global_route_vias_before_repair=200
overflow=0

[final_layout]
nClkBuffers=0
area_growth_syn_to_layout_pct=234
count_of_sequential_standard_cells=0
drive_gt1_share_pct=54.3
seq_area_sq_um=0
layout.cells.most_common_list=sky130_fd_sc_hd__dlygate4sd2_1 (5), sky130_fd_sc_hd__clkbuf_2 (5), sky130_fd_sc_hd__buf_4 (5)

[detailed_routing]
drtIter0Drc=15
number_of_diodes=0
wl_per_cell_um=7.72
post_drt_via_cell_ratio=2.33
dr.pass1.iters=3
num_vias=189
drc=0
wl_um=625
final_antenna_net_count=0

[timing]
max_slew.worst_pin.slew_ps=214
hold_violations=0
timing_max_transition_violations_final=0
unrepaired_setup_endpoints_after_global_routing=no
timing.slew.headroom_pct=85.6
setup_violations=0
layout_min_cycle_time_ps=1520
period_used_pct=95.1
timing.fmax_mhz=657
hold_ws_ps=979

[setup_path]
critical_path_data_required_time_ps=1280
timing.critical_path.to_type=primary output
timing_worst_setup_path_type=primary input to primary output
arrival_ps=1200
worst_setup_path_startpoint=I4
crit_path_max_fanout=3
startpoint_type=primary input

[job]
maxcap_viol_count=0
tool_warnings=33

[power_and_ir_drop]
vdd_drop_max_mv=0.0215
power.density_mw_per_mm2=174
static-leakage-power_nw=0.144
design_power_total_w=0.0000554

[cts]
cts_hold_buffers=0

-- metrics by stage --
step | worst slack [ps] | cells | cell area, sq um | utilization, % | setup TNS, ps
6_report | 78.3 | 81 | 318 | 9.30 | 0
5_1_grt | 13.8 | 81 | 318 | 9.30 | 0
4_1_cts | -80.3 | 80 | 324 | 9.49 | -80.3
3_5_place_dp | -666 | 79 | 315 | 9.23 | -2220
3_3_place_gp | -650 | 79 | 315 | 9.23 | -2150
2_1_floorplan | 386 | 16 | 95.1 | - | 0
-- cell families (layout without fill, tap and decap cells) --
| kind of cell | Yosys count | after routing |
|---|---|---|
| simple gates | 9 | 9 |
| compound gates | 5 | 5 |
| buf+inv | 2 | 21 |
-- synth_stat cells --
cell type                  n
sky130_fd_sc_hd__nand2_1   1
sky130_fd_sc_hd__nor2_1    6
sky130_fd_sc_hd__a221o_1   1
sky130_fd_sc_hd__a221oi_2  1
sky130_fd_sc_hd__inv_1     2
sky130_fd_sc_hd__nand2b_1  1
sky130_fd_sc_hd__a21boi_0  1
sky130_fd_sc_hd__o21ai_0   1
sky130_fd_sc_hd__nor4_1    1
sky130_fd_sc_hd__o2111a_1  1
-- routing by layer --
| layer | vias up | global-route usage, % | share of wire, % |
|---|---|---|---|
| met2 | 8 | 3.29 | 48 |
| met5 | - | 0 | 0 |
| li1 | 99 | - | - |
| met3 | 0 | 0.341 | 8.6 |
| met4 | 0 | 0 | 0 |
| met1 | 82 | 2.50 | 43 |
-- critical path, cell delays in order --
cell	delay, ps
sky130_fd_sc_hd__clkdlybuf4s15_1	230
sky130_fd_sc_hd__a221o_1	300
sky130_fd_sc_hd__a221oi_2	230
sky130_fd_sc_hd__buf_2	130
-- path summary, 6_finish.rpt --
path,slack [ps],depth (start not counted),end
worst max-delay path,80,4,out[0]
worst min-delay path,980,3,out[3]
-- area by class of cell --
| type | instances | area (sq um) |
|---|---|---|
| inverter | 2 | 7.51 |
| tap | 46 | 57.6 |
| fill | 409 | 3100 |
| multi-input combinational | 14 | 119 |
| timing repair buffer | 19 | 134 |
-- where the power goes --
group	switching [W]	total (W)	internal (W)
sequential	0	0	0
combinational	0.0000232	0.0000554	0.0000322
clock	0	0	0
-- what timing repair did --
| item | in CTS | in global routing |
|---|---|---|
| setup endpoints to repair | 4 | 3 |
| setup buffers | 2 | 1 |
| pin swaps | 6 | 4 |
| resized | 28 | 13 |
Power and IR drop assume default switching activity.
